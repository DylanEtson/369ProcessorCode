[flow/config.mk]
export PLATFORM = sky130hd
export DESIGN_NAME = RegFile_C
export DESIGN_NICKNAME = RegFile_C
export VERILOG_FILES = /design/flow/design.v
export SDC_FILE = /design/flow/constraint.sdc
export NUM_CORES = 4
export LEC_CHECK = 1
export CORE_UTILIZATION = 40
[flow/constraint.sdc]
current_design RegFile_C

set clk_period 8.2
set clk_io_pct 0.2

create_clock -name clk0 -period $clk_period [get_ports {Clk}]

set non_clock_inputs [all_inputs -no_clocks]
set_input_delay [expr $clk_period * $clk_io_pct] -clock clk0 $non_clock_inputs
set_output_delay [expr $clk_period * $clk_io_pct] -clock clk0 [all_outputs]
[flow/design.v]
`timescale 1ns / 1ps
module RegFile_C(Clk, 
                 cRegWrite1, cRegWrite2,
                 ReadReg1, ReadReg2,
                 WriteReg1, WriteReg2,
                 WriteData1, WriteData2,
                 oReadData1, oReadData2,
                 oV0, oV1);
    input Clk, cRegWrite1, cRegWrite2;
    input [4:0] ReadReg1, ReadReg2;
    input [4:0] WriteReg1, WriteReg2;
    input [31:0] WriteData1, WriteData2;
    output [31:0] oReadData1, oReadData2;
    output [31:0] oV0, oV1;
    (* mark_debug = "true" *) reg [31:0] memory [0:31];  
    integer i;
    initial begin                               
        for (i = 0; i <= 31; i = i + 1) begin
            memory[i] = 0;
        end
        memory[29] = 32'd16800;
    end
    always @(negedge Clk) begin
        if (cRegWrite1 == 1) begin
            memory[WriteReg1] = WriteData1;
        end
        if (cRegWrite2 == 1) begin
            memory[WriteReg2] = WriteData2;
        end
    end
    assign oReadData1 = memory[ReadReg1];
    assign oReadData2 = memory[ReadReg2];
    assign oV0 = memory[5'd2];
    assign oV1 = memory[5'd3];
endmodule
[flow/run.sh]
#!/bin/bash
# OpenROAD 26Q1-2900-gdf79404cd8, Yosys 0.63+post, stock flow scripts
make -C /OpenROAD-flow-scripts/flow DESIGN_CONFIG=/design/flow/config.mk WORK_HOME=/design/flow/orfs finish
==> node_exporter_impl.prom <==
# HELP chip_impl_metric Implementation results
# TYPE chip_impl_metric gauge
chip_impl_info{name="setup_repair_after_global_routing_missed_its_margin",value="yes"} 1
chip_impl_metric{name="netSwitchingFraction",unit="%"} 30.3
chip_impl_metric{name="global_route.overflow_total",unit=""} 0
chip_impl_metric{name="row_count",unit=""} 143
chip_impl_metric{name="setup_ws",unit="ns"} 0.00669
chip_impl_metric{name="width_of_the_die",unit="µm"} 394
chip_impl_metric{name="detailedPlace.worstSlack",unit="ns"} -0.0271
chip_impl_metric{name="min_path_cells",unit=""} 6
chip_impl_info{name="cp-start-kind",value="flip-flop"} 1
chip_impl_metric{name="crit_path_max_fo",unit=""} 3
chip_impl_info{name="crit_path_end_kind",value="primary output"} 1
chip_impl_metric{name="ffs_latches_synth",unit=""} 1024
chip_impl_metric{name="ir_drop",unit="µV"} 168
chip_impl_metric{name="number_of_antenna_violations_at_the_first_check_in_global_routing",unit=""} 2
chip_impl_metric{name="cellInternalPower",unit="mW"} 10.8
chip_impl_metric{name="post_synth_fa_ha_maj_area_fraction",unit="%"} 0
chip_impl_metric{name="first_pass_iters",unit=""} 6
chip_impl_metric{name="dpl.hpwl",unit="mm"} 139
chip_impl_metric{name="cts.clk_slew.worst_paths",unit="ns"} 0.03
chip_impl_metric{name="remaining_drc_errors",unit=""} 0
chip_impl_metric{name="power.sequential.fraction",unit="%"} 38.8
chip_impl_metric{name="grt_first_pass_wirelength",unit="mm"} 330
chip_impl_metric{name="wl_per_cell",unit="µm"} 28.7
chip_impl_metric{name="synthMuxAreaShare",unit="%"} 35.4
chip_impl_metric{name="overall_routing_resource_usage",unit="%"} 31.3
chip_impl_metric{name="chip_area",unit="mm²"} 0.156
chip_impl_metric{name="multiInputGateArea",unit="mm²"} 0.0301
chip_impl_metric{name="drive_gt1_share",unit="%"} 27.7
chip_impl_metric{name="net-switching-power",unit="mW"} 4.69
chip_impl_metric{name="maxSlewViolCount",unit=""} 0
chip_impl_metric{name="io_buffers",unit=""} 214
chip_impl_metric{name="fp.dieH",unit="µm"} 394
chip_impl_metric{name="synthCells",unit=""} 4756
chip_impl_metric{name="worst_ep_arrival_time",unit="ns"} 6.55
chip_impl_metric{name="level_count_of_the_clock_h_tree",unit=""} 4
chip_impl_metric{name="pwr-share-comb",unit="%"} 11.5
chip_impl_info{name="hold_path_startpoint",value="ReadReg1[1]"} 1
chip_impl_metric{name="hold_viol",unit=""} 0
chip_impl_metric{name="coreArea",unit="mm²"} 0.152
chip_impl_metric{name="postSynth.asyncResetShare",unit="%"} 0
chip_impl_metric{name="number_of_enable_type_register_cells_in_the_synthesized_netlist",unit=""} 1024
chip_impl_metric{name="starting_density_of_the_core",unit="%"} 40.4
chip_impl_info{name="ys_top_logic_family",value="multiplexers"} 1
chip_impl_metric{name="ys_seq_share",unit="%"} 49.9
chip_impl_metric{name="gp_routability_congestion",unit=""} 0.907
chip_impl_metric{name="post_synth_num_cell_types",unit=""} 37
chip_impl_metric{name="number_of_cts_inserted_buffers",unit=""} 132
chip_impl_metric{name="drtIter0Drc",unit=""} 2960
chip_impl_metric{name="yosys_cells",unit=""} 4756
chip_impl_metric{name="tool_warnings",unit=""} 1030
chip_impl_info{name="cts_tree",value="yes"} 1
chip_impl_metric{name="relative_slew_slack",unit="%"} 38.8
chip_impl_info{name="path_class",value="flip-flop to primary output"} 1
chip_impl_metric{name="final-setup-viol-count",unit=""} 0
chip_impl_metric{name="clock_path_buffers",unit=""} 3
chip_impl_metric{name="syn-cell-area",unit="mm²"} 0.0616
chip_impl_metric{name="synthToLayoutAreaGrowth",unit="%"} 26.6
chip_impl_metric{name="floorplan.io_pins",unit=""} 215
chip_impl_metric{name="top_area_cell_share",unit="%"} 49.9
chip_impl_metric{name="cap_violations",unit=""} 0
chip_impl_metric{name="area.sequential",unit="mm²"} 0.0307
chip_impl_metric{name="synth.cellmix.xorXnorShare",unit="%"} 0
chip_impl_metric{name="synthAoiAreaFrac",unit="%"} 6.66
chip_impl_metric{name="routed_wl",unit="mm"} 232
chip_impl_metric{name="p_total",unit="mW"} 15.5
chip_impl_metric{name="simple_gate_area_share",unit="%"} 4.08
chip_impl_metric{name="grt_start_max_net_pins",unit=""} 88
chip_impl_metric{name="cp_data_required_time",unit="ns"} 6.56
chip_impl_metric{name="first_global_vias",unit=""} 49900
chip_impl_info{name="outcome",value="completed"} 1
chip_impl_metric{name="synth_area_per_cell",unit="µm²"} 12.9
chip_impl_metric{name="power.leakage",unit="nW"} 32.9
chip_impl_metric{name="synth-warning-count",unit=""} 1
chip_impl_metric{name="yosys-stat-area",unit="mm²"} 0.0616
chip_impl_metric{name="final.fill_count",unit=""} 12900
chip_impl_metric{name="route.antenna.remaining_nets",unit=""} 0
chip_impl_metric{name="power.clock.fraction",unit="%"} 49.7
chip_impl_info{name="holdCritPathClass",value="primary input to primary output"} 1
chip_impl_info{name="synth-main-ff-cell",value="edfxtp_1"} 1
chip_impl_info{name="whs_endpoint",value="oReadData1[19]"} 1
chip_impl_info{name="worstSetupStartpoint",value="memory[3][1]"} 1
chip_impl_info{name="netlist.top_cell.by_area",value="edfxtp_1"} 1
chip_impl_info{name="netlist_top_cells_area",value="edfxtp_1 (50%), mux2i_1 (17%), mux2_2 (16%)"} 1
chip_impl_metric{name="power_density",unit="mW/mm²"} 198
chip_impl_info{name="root_buffer",value="clkbuf_16"} 1
chip_impl_metric{name="clock_sink_count",unit=""} 1024
chip_impl_metric{name="num_vias",unit=""} 47300
chip_impl_metric{name="worstMarginPinSlew",unit="ns"} 0.917
chip_impl_metric{name="drt-vias-per-instance",unit=""} 5.86
chip_impl_metric{name="largest_reg_flops",unit=""} 1024
-- power by group through the flow --
stage | logic [mW] | clock network [mW] | registers, mW
after CTS | 1.76 | 7.90 | 6.00
after global routing | 1.87 | 8.52 | 6.00
final | 1.78 | 7.68 | 6.00
-- logic make-up after synthesis --
group                  count (synthesis)
AND/OR/NAND/NOR                      526
flip-flops                          1024
buffers and inverters                550
multiplexers                        2048
AND-OR/OR-AND                        608
-- worst max-delay path by stage --
stage | endpoint | slack, ns | depth (start not counted)
4_1_cts | oReadData1[1] | -0.14 | 7
6_report | oReadData2[1] | 0.007 | 8
5_1_grt | oReadData2[1] | -0.07 | 8
-- synth_stat cells, types with 9 or more instances --
cell and n:
mux2_2 881, a22oi_1 192, o22ai_1 16, buf_1 31
clkbuf_1 291, a22o_1 128, nor3_1 64, mux2i_1 1024
edfxtp_1 1024, o21ai_0 16, a21oi_1 192, mux2_1 143
nor2_2 9, a31oi_1 64, nand3_1 195, buf_2 191
nand2_1 212, buf_4 35
-- critical path: stages (launching register included) --
cell and delay [ns]:
edfxtp_1 0.40, buf_4 0.15, mux2i_1 0.12, a22o_1 0.21, nor3_4 0.06, a31oi_1 0.23, buf_4 0.20, nand3_4 0.08
dlygate4sd2_1 0.24
-- cells in the final DEF, fill, tap and decap left out, drive strengths merged, types with 156 or more instances in the layout --
| master | count |
|---|---|
| inv | 1079 |
| mux2 | 1024 |
| mux2i | 1024 |
| a22oi | 192 |
| nand3 | 196 |
| nand2 | 212 |
| buf | 374 |
| a21oi | 192 |
| edfxtp | 1024 |
| clkdlybuf4s50 | 156 |
-- final cells by class --
type                       count  area share (%)
timing repair buffer         586            8.32
multi-input combinational   3182            38.6
clock buffer                 132            4.24
sequential                  1024            39.4
antenna                        1         0.00321
clock inverter              1120            6.18
tap                         2030            3.26
-- metrics by stage --
stage / TNS [ns] / instance area (µm²) / instances / util (%) / hold slack [ns]
floorplan: -321.55 / 61600 / 4756 / - / 3.54
global placement: -0.312 / 68300 / 6760 / 44.8 / 4.49
detailed placement: -0.527 / 68300 / 6760 / 44.8 / 4.49
CTS: -0.538 / 77700 / 8061 / 51.0 / 4.28
global route: -0.213 / 78000 / 8074 / 51.1 / 4.11
finish: 0 / 78000 / 8075 / 51.1 / 4.06
-- timing repair --
item	in CTS	in global routing
gates resized	206	52
endpoints found under the setup margin	64	33
hold buffers	0	0
setup buffers	50	14
hold endpoints to repair	0	0
pin swaps	84	46
-- layer usage --
layer  vias to the layer above  part of all wire, %  track usage [%]  routed length, µm
met5                         -                0.062            0.677                143
met4                         4                  4.2             14.4               9760
met3                       455                   13             17.8              29600
met2                      2656                   46             45.4             107000
met1                     23400                   37             38.4              84900
li1                      20800                    -                -                  -
Power is estimated from default activity; no workload was simulated.
